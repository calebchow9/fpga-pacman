[/design/flow/design.v]
module game_logic (input logic Clk, Reset,
						 input [7:0] keycode,
						 input [31:0] counter,
						 input [31:0] dots_left,
						 input logic [9:0] pX, pY, rgX, rgY, bgX, bgY, ogX, ogY,
						 input logic [9:0] pSize, gSize,
						 input logic [9:0] score_from_reg,
						 input logic [3:0] fruits_from_reg,
						 input logic [7:0] lives_from_reg,
						 output logic Load_S,
						 output logic Load_F,
						 output logic Load_L,
						 output logic win, lose, pause, lifeDown,
						 output logic [3:0] fruits_to_reg,
						 output logic [9:0] score_to_reg,
						 output logic [7:0] lives_to_reg
);
	enum logic [4:0] {  Pause, 
							  Restart,
							  Run,
							  Fruit,
							  LifeDown,
							  LifeDownHold,
							  Game_over,
							  Game_won
						  }   State, Next_state;
	always_ff @ (posedge Clk)
	begin
		if (Reset) 
			State <= Restart;
		else 
			State <= Next_state;
	end
	always_comb
	begin 
		win = 1'b0;
		lose = 1'b0;
		pause = 1'b0;
		lifeDown = 1'b0;
		fruits_to_reg = 4'b0000;
		score_to_reg = 10'b0000000000;
		lives_to_reg = 8'b0;
		Load_S = 1'b0;
		Load_F = 1'b0;
		Load_L = 1'b0;
		Next_state = State;
		unique case (State)
			Restart:
				Next_state = Pause;
			Pause:
				begin
					if(keycode == 8'h28)
						Next_state = Run;
					else
						Next_state = Pause;
				end
			Run: 
				begin
					if(dots_left == 32'b11111111111111111111111111111111)
						Next_state = Game_won;
					else if(((pY+pSize) == (rgY-gSize) || (pY+pSize + 10'd1) == (rgY-gSize) || (pY+pSize - 10'd1) == (rgY-gSize) || (pY+pSize+10'd2) == (rgY-gSize) || (pY+pSize-10'd2) == (rgY-gSize)) &&
						(pX == rgX || (pX + 10'd1) == rgX || (pX - 10'd1) == rgX || (pX+10'd2) == rgX || (pX-10'd2) == rgX))
							Next_state = LifeDown;
					else if(((pY-pSize) == (rgY+gSize) || (pY-pSize + 10'd1) == (rgY+gSize) || (pY-pSize - 10'd1) == (rgY+gSize) || (pY-pSize+10'd2) == (rgY+gSize) || (pY-pSize-10'd2) == (rgY+gSize)) &&
							  (pX == rgX || (pX + 10'd1) == rgX || (pX - 10'd1) == rgX || (pX+10'd2) == rgX || (pX-10'd2) == rgX))
							Next_state = LifeDown;
					else if(((pX-pSize) == (rgX+gSize) || (pX-pSize + 10'd1) == (rgX+gSize) || (pX-pSize - 10'd1) == (rgX+gSize) || (pX-pSize+10'd2) == (rgX+gSize) || (pX-pSize-10'd2) == (rgX+gSize)) &&
							  (pY == rgY || (pY + 10'd1) == rgY || (pY - 10'd1) == rgY || (pY+10'd2) == rgY || (pY-10'd2) == rgY))
							Next_state = LifeDown;
					else if(((pX+pSize) == (rgX-gSize) || (pX+pSize + 10'd1) == (rgX-gSize) || (pX+pSize - 10'd1) == (rgX-gSize) || (pX+pSize+10'd2) == (rgX-gSize) || (pX+pSize-10'd2) == (rgX-gSize)) &&
							  (pY == rgY || (pY + 10'd1) == rgY || (pY - 10'd1) == rgY || (pY+10'd2) == rgY || (pY-10'd2) == rgY))
							Next_state = LifeDown;
					else if(((pY+pSize) == (ogY-gSize) || (pY+pSize + 10'd1) == (ogY-gSize) || (pY+pSize - 10'd1) == (ogY-gSize) || (pY+pSize+10'd2) == (ogY-gSize) || (pY+pSize-10'd2) == (ogY-gSize)) &&
						(pX == ogX || (pX + 10'd1) == ogX || (pX - 10'd1) == ogX || (pX+10'd2) == ogX || (pX-10'd2) == ogX))
							Next_state = LifeDown;
					else if(((pY-pSize) == (ogY+gSize) || (pY-pSize + 10'd1) == (ogY+gSize) || (pY-pSize - 10'd1) == (ogY+gSize) || (pY-pSize+10'd2) == (ogY+gSize) || (pY-pSize-10'd2) == (ogY+gSize)) &&
							  (pX == ogX || (pX + 10'd1) == ogX || (pX - 10'd1) == ogX || (pX+10'd2) == ogX || (pX-10'd2) == ogX))
							Next_state = LifeDown;
					else if(((pX-pSize) == (ogX+gSize) || (pX-pSize + 10'd1) == (ogX+gSize) || (pX-pSize - 10'd1) == (ogX+gSize) || (pX-pSize+10'd2) == (ogX+gSize) || (pX-pSize-10'd2) == (ogX+gSize)) &&
							  (pY == ogY || (pY + 10'd1) == ogY || (pY - 10'd1) == ogY || (pY+10'd2) == ogY || (pY-10'd2) == ogY))
							Next_state = LifeDown;
					else if(((pX+pSize) == (ogX-gSize) || (pX+pSize + 10'd1) == (ogX-gSize) || (pX+pSize - 10'd1) == (ogX-gSize) || (pX+pSize+10'd2) == (ogX-gSize) || (pX+pSize-10'd2) == (ogX-gSize)) &&
							  (pY == ogY || (pY + 10'd1) == ogY || (pY - 10'd1) == ogY || (pY+10'd2) == ogY || (pY-10'd2) == ogY))
							Next_state = LifeDown;
					else if(((pY+pSize) == (bgY-gSize) || (pY+pSize + 10'd1) == (bgY-gSize) || (pY+pSize - 10'd1) == (bgY-gSize) || (pY+pSize+10'd2) == (bgY-gSize) || (pY+pSize-10'd2) == (bgY-gSize)) &&
						(pX == bgX || (pX + 10'd1) == bgX || (pX - 10'd1) == bgX || (pX+10'd2) == bgX || (pX-10'd2) == bgX))
							Next_state = LifeDown;
					else if(((pY-pSize) == (bgY+gSize) || (pY-pSize + 10'd1) == (bgY+gSize) || (pY-pSize - 10'd1) == (bgY+gSize) || (pY-pSize+10'd2) == (bgY+gSize) || (pY-pSize-10'd2) == (bgY+gSize)) &&
							  (pX == bgX || (pX + 10'd1) == bgX || (pX - 10'd1) == bgX || (pX+10'd2) == bgX || (pX-10'd2) == bgX))
							Next_state = LifeDown;
					else if(((pX-pSize) == (bgX+gSize) || (pX-pSize + 10'd1) == (bgX+gSize) || (pX-pSize - 10'd1) == (bgX+gSize) || (pX-pSize+10'd2) == (bgX+gSize) || (pX-pSize-10'd2) == (bgX+gSize)) &&
							  (pY == bgY || (pY + 10'd1) == bgY || (pY - 10'd1) == bgY || (pY+10'd2) == bgY || (pY-10'd2) == bgY))
							Next_state = LifeDown;
					else if(((pX+pSize) == (bgX-gSize) || (pX+pSize + 10'd1) == (bgX-gSize) || (pX+pSize - 10'd1) == (bgX-gSize) || (pX+pSize+10'd2) == (bgX-gSize) || (pX+pSize-10'd2) == (bgX-gSize)) &&
							  (pY == bgY || (pY + 10'd1) == bgY || (pY - 10'd1) == bgY || (pY+10'd2) == bgY || (pY-10'd2) == bgY))
							Next_state = LifeDown;
					else
						begin
							if(pX >= 12 && pX <= 37 && pY >= 10 && pY <= 35)
								Next_state = Fruit;
							if(pX >= 370 && pX <= 395 && pY >= 10 && pY <= 35)
								Next_state = Fruit;
							if(pX >= 12 && pX <= 37 && pY >= 413 && pY <= 438)
								Next_state = Fruit;
							if(pX >= 370 && pX <= 395 && pY >= 413 && pY <= 438)
								Next_state = Fruit;
						end
					if(counter == 32'd0)
						Next_state = Game_over;
				end
			LifeDown: 
				begin
					if(lives_from_reg == 8'd2)
						Next_state = Game_over;
					else
						Next_state = LifeDownHold;
				end
			LifeDownHold:
				begin
					if(((pY+pSize) == (rgY-gSize) || (pY+pSize + 10'd1) == (rgY-gSize) || (pY+pSize - 10'd1) == (rgY-gSize) || (pY+pSize+10'd2) == (rgY-gSize) || (pY+pSize-10'd2) == (rgY-gSize)) &&
						(pX == rgX || (pX + 10'd1) == rgX || (pX - 10'd1) == rgX || (pX+10'd2) == rgX || (pX-10'd2) == rgX))
							Next_state = LifeDownHold;
					else if(((pY-pSize) == (rgY+gSize) || (pY-pSize + 10'd1) == (rgY+gSize) || (pY-pSize - 10'd1) == (rgY+gSize) || (pY-pSize+10'd2) == (rgY+gSize) || (pY-pSize-10'd2) == (rgY+gSize)) &&
							  (pX == rgX || (pX + 10'd1) == rgX || (pX - 10'd1) == rgX || (pX+10'd2) == rgX || (pX-10'd2) == rgX))
							Next_state = LifeDownHold;
					else if(((pX-pSize) == (rgX+gSize) || (pX-pSize + 10'd1) == (rgX+gSize) || (pX-pSize - 10'd1) == (rgX+gSize) || (pX-pSize+10'd2) == (rgX+gSize) || (pX-pSize-10'd2) == (rgX+gSize)) &&
							  (pY == rgY || (pY + 10'd1) == rgY || (pY - 10'd1) == rgY || (pY+10'd2) == rgY || (pY-10'd2) == rgY))
							Next_state = LifeDownHold;
					else if(((pX+pSize) == (rgX-gSize) || (pX+pSize + 10'd1) == (rgX-gSize) || (pX+pSize - 10'd1) == (rgX-gSize) || (pX+pSize+10'd2) == (rgX-gSize) || (pX+pSize-10'd2) == (rgX-gSize)) &&
							  (pY == rgY || (pY + 10'd1) == rgY || (pY - 10'd1) == rgY || (pY+10'd2) == rgY || (pY-10'd2) == rgY))
							Next_state = LifeDownHold;
					else if(((pY+pSize) == (ogY-gSize) || (pY+pSize + 10'd1) == (ogY-gSize) || (pY+pSize - 10'd1) == (ogY-gSize) || (pY+pSize+10'd2) == (ogY-gSize) || (pY+pSize-10'd2) == (ogY-gSize)) &&
						(pX == ogX || (pX + 10'd1) == ogX || (pX - 10'd1) == ogX || (pX+10'd2) == ogX || (pX-10'd2) == ogX))
							Next_state = LifeDownHold;
					else if(((pY-pSize) == (ogY+gSize) || (pY-pSize + 10'd1) == (ogY+gSize) || (pY-pSize - 10'd1) == (ogY+gSize) || (pY-pSize+10'd2) == (ogY+gSize) || (pY-pSize-10'd2) == (ogY+gSize)) &&
							  (pX == ogX || (pX + 10'd1) == ogX || (pX - 10'd1) == ogX || (pX+10'd2) == ogX || (pX-10'd2) == ogX))
							Next_state = LifeDownHold;
					else if(((pX-pSize) == (ogX+gSize) || (pX-pSize + 10'd1) == (ogX+gSize) || (pX-pSize - 10'd1) == (ogX+gSize) || (pX-pSize+10'd2) == (ogX+gSize) || (pX-pSize-10'd2) == (ogX+gSize)) &&
							  (pY == ogY || (pY + 10'd1) == ogY || (pY - 10'd1) == ogY || (pY+10'd2) == ogY || (pY-10'd2) == ogY))
							Next_state = LifeDownHold;
					else if(((pX+pSize) == (ogX-gSize) || (pX+pSize + 10'd1) == (ogX-gSize) || (pX+pSize - 10'd1) == (ogX-gSize) || (pX+pSize+10'd2) == (ogX-gSize) || (pX+pSize-10'd2) == (ogX-gSize)) &&
							  (pY == ogY || (pY + 10'd1) == ogY || (pY - 10'd1) == ogY || (pY+10'd2) == ogY || (pY-10'd2) == ogY))
							Next_state = LifeDownHold;
					else if(((pY+pSize) == (bgY-gSize) || (pY+pSize + 10'd1) == (bgY-gSize) || (pY+pSize - 10'd1) == (bgY-gSize) || (pY+pSize+10'd2) == (bgY-gSize) || (pY+pSize-10'd2) == (bgY-gSize)) &&
						(pX == bgX || (pX + 10'd1) == bgX || (pX - 10'd1) == bgX || (pX+10'd2) == bgX || (pX-10'd2) == bgX))
							Next_state = LifeDownHold;
					else if(((pY-pSize) == (bgY+gSize) || (pY-pSize + 10'd1) == (bgY+gSize) || (pY-pSize - 10'd1) == (bgY+gSize) || (pY-pSize+10'd2) == (bgY+gSize) || (pY-pSize-10'd2) == (bgY+gSize)) &&
							  (pX == bgX || (pX + 10'd1) == bgX || (pX - 10'd1) == bgX || (pX+10'd2) == bgX || (pX-10'd2) == bgX))
							Next_state = LifeDownHold;
					else if(((pX-pSize) == (bgX+gSize) || (pX-pSize + 10'd1) == (bgX+gSize) || (pX-pSize - 10'd1) == (bgX+gSize) || (pX-pSize+10'd2) == (bgX+gSize) || (pX-pSize-10'd2) == (bgX+gSize)) &&
							  (pY == bgY || (pY + 10'd1) == bgY || (pY - 10'd1) == bgY || (pY+10'd2) == bgY || (pY-10'd2) == bgY))
							Next_state = LifeDownHold;
					else if(((pX+pSize) == (bgX-gSize) || (pX+pSize + 10'd1) == (bgX-gSize) || (pX+pSize - 10'd1) == (bgX-gSize) || (pX+pSize+10'd2) == (bgX-gSize) || (pX+pSize-10'd2) == (bgX-gSize)) &&
							  (pY == bgY || (pY + 10'd1) == bgY || (pY - 10'd1) == bgY || (pY+10'd2) == bgY || (pY-10'd2) == bgY))
							Next_state = LifeDownHold;
					else
						Next_state = Run;
				end
			Fruit:
				Next_state = Run;
			Game_over: ;
			Game_won: ;
			default: ;
		endcase
		case (State)
			Restart: ;
			Pause: 
				pause = 1'b1;
			LifeDown: 
				begin
					lives_to_reg = lives_from_reg + 8'd1;
					Load_L = 1'b1;
					lifeDown = 1'b1;
				end
			LifeDownHold: 
				lifeDown = 1'b1;
			Game_over:
				begin
					lose = 1'b1;
					pause = 1'b1;
				end
			Game_won:
				begin
					win = 1'b1;
					pause = 1'b1;
				end
			Run: ;
			Fruit:
				begin
					if (fruits_from_reg[0] == 0 && (pX >= 12 && pX <= 37 && pY >= 10 && pY <= 35))
						begin
							fruits_to_reg = fruits_from_reg + 4'b0001;
							Load_F = 1'b1;
							score_to_reg <= score_from_reg + 10'd50;
							Load_S <= 1'b1;
						end
					else if (fruits_from_reg[1] == 0 && (pX >= 370 && pX <= 395 && pY >= 10 && pY <= 35))
						begin
							fruits_to_reg = fruits_from_reg + 4'b0010;
							Load_F = 1'b1;
							score_to_reg <= score_from_reg + 10'd50;
							Load_S <= 1'b1;
						end
					else if (fruits_from_reg[2] == 0 && (pX >= 12 && pX <= 37 && pY >= 413 && pY <= 438))
						begin
							fruits_to_reg = fruits_from_reg + 4'b0100;
							Load_F = 1'b1;
							score_to_reg <= score_from_reg + 10'd50;
							Load_S <= 1'b1;
						end
					else if (fruits_from_reg[3] == 0 && (pX >= 370 && pX <= 395 && pY >= 413 && pY <= 438))
						begin
							fruits_to_reg = fruits_from_reg + 4'b1000;
							Load_F = 1'b1;
							score_to_reg <= score_from_reg + 10'd50;
							Load_S <= 1'b1;
						end
				end
			default: ;
		endcase
	end 
endmodule
[/design/flow/config.mk]
export PLATFORM = sky130hd
export DESIGN_NAME = game_logic
export DESIGN_NICKNAME = game_logic
export VERILOG_FILES = /design/flow/design.v
export SDC_FILE = /design/flow/constraint.sdc
export NUM_CORES = 4
export LEC_CHECK = 1
export CORE_UTILIZATION = 50
[/design/flow/run.sh]
#!/bin/bash
# OpenROAD 26Q1-2900-gdf79404cd8, Yosys 0.63+post, stock flow scripts
make -C /OpenROAD-flow-scripts/flow DESIGN_CONFIG=/design/flow/config.mk WORK_HOME=/design/flow/orfs finish
[/design/flow/constraint.sdc]
current_design game_logic

set clk_period 7.2
set clk_io_pct 0.2

create_clock -name clk0 -period $clk_period [get_ports {Clk}]

set non_clock_inputs [all_inputs -no_clocks]
set_input_delay [expr $clk_period * $clk_io_pct] -clock clk0 $non_clock_inputs
set_output_delay [expr $clk_period * $clk_io_pct] -clock clk0 [all_outputs]
==> results.yml <==
# implementation run metrics
final_layout:
  syn_to_final_growth_pct: 15.86
  final_core_util_pct: 58.83
  largest_reg_flops: 8
  flop_area_sq_um: 160.2
  lay_top_cells: "xnor2_1 (486), xor2_1 (257), clkdlybuf4s50_1 (224)"
  top_register: "State"
  largestRegisters: "State (8)"
  lay_top_count: "xnor2_1"
  finalInstanceArea_sq_um: 24730
  drive_gt1_share_pct: 6.758
  nFillCells: 3806
  mi_logic_area_sq_um: 20180
routing:
  vias: 23980
  first_iter_violations: 1849
  drt_pass1_iterations: 7
  vias_per_cell: 6.419
  post_drt_wl_per_cell_um: 23.95
  final_antenna_net_count: 0
  drc_errors: 0
  wirelength_um: 89470
logic_synthesis:
  ff_type: "dfxtp_1"
  synth_area_sq_um: 21350
  yosysTopAreaCell: "xnor2_1"
  synth-edff-count: 0
  yosysCellCount: 2991
  async_flop_share_pct: 0
  synth_cells: 2991
  ys_area_sq_um: 21350
  synth_cell_type_count: 101
  synth_flops: 8
  top_area_share_pct: 19.94
  syn_area_per_cell_sq_um: 7.137
  ys_seq_share_pct: 0.7502
  ys_warn_count: 1
  topCellsByArea: "xnor2_1 (20%), ha_1 (11%), xor2_1 (11%), nor2_1 (3.7%), a21oi_1 (3.2%)"
timing:
  finalCritPeriodShare_pct: 96.90
  post-route-min-period_ps: 6977
  worstMarginPinSlew_ps: 979.0
  relSlewSlack_pct: 34.26
  rsz0062_at_grt: "false"
  skew_ps: 0.8482
  slew_viol_final: 0
  setup_ws_ps: 223.3
  fin_tns_setup_ps: 0
  hold_viol_final: 0
  fmax_ghz: 0.1433
  finalSetupViolations: 0
cts:
  insertion_delay_ps: 230
  cts_made_buffers: 3
  cts_hold_buffers: 0
  cts.root.buffer_cell: "clkbuf_16"
  cts_resized: 0
  clk_pin_slew_ps: 40
  cts_tree: "built"
  htreeDepth: 1
  clock_path_buffers: 2
  numClockSinks: 8
  cts_setup_buffers: 0
worst_setup_path:
  critical_path.top_delay_family: "simple AND/OR/NAND/NOR gates"
  crit_buf_inv: 2
  cp_data_arrival_time_ps: 5540
  path_common_cell: "clkdlybuf4s50_1"
  slowest_stage: "clkdlybuf4s50_1"
  worst_ep_required_time_ps: 5760
  crit_path_max_incr_delay_ps: 880
  critical_path.max_fanout: 13
  cp_cell_sequence: "clkdlybuf4s50_1 -> ha_1 -> a211oi_1 -> o21ai_0 -> a21oi_1 -> or4_1 -> o311ai_0 -> nand2_1 -> nor3_1 -> clkdlybuf4s50_1"
  startpoint_type: "primary input"
  worstSetupEndpointType: "output port"
  crit_type: "primary input to output port"
place:
  preCtsSetupSlack_ps: 281.8
  dpl.hpwl_um: 75410
  portBuffers: 224
  gp_congestion: 1.149
  dpl_cell_area_sq_um: 24650
power:
  power_density_nw_per_um2: 159.3
  finalPower_uw: 3941
  leakagePower_uw: 0.009181
  ir_worst_vdd_v: 0.00007533
floorplanning:
  rows: 75
  die_x_um: 208.6
  die_h_um: 208.6
  ios: 225
  core-area_sq_um: 42040
  chipArea_sq_um: 43520
  core_util_floorplan_pct: 50.78
min_path:
  worstHoldPathType: "flop to flop"
grt:
  antenna_found_initial: 2
  first_global_vias: 21490
  grt_use_total_pct: 40.57
  overflow: 0
  grt_pass1_wl_um: 131900
  grt_max_degree: 32
outcome:
  status: "finished clean"
flow_run:
  cap_violations: 0
  tool_warnings: 119
[routing by layer]
layer	track usage (%)	wire length (um)	up-vias
met5	0	13	-
met4	16.63	4624	2
met3	13.75	11770	230
met2	59.66	36860	1504
met1	54.51	36200	11010
li1	-	-	11240
[cell families after synthesis]
| family | Yosys count | synth area share (%) |
|---|---|---|
| muxes | 34 | 1.641 |
| AOI/OAI and AO/OA | 608 | 19.34 |
| DFF | 8 | 0.7502 |
| adders and majority gates | 197 | 12.11 |
| xor gates and xnor gates | 770 | 33.15 |
| buffers and inverters | 260 | 4.771 |
| and+or+nand+nor | 1114 | 28.23 |
[power by group]
| group | leakage, uW | switching [uW] | internal, uW | total [uW] |
|---|---|---|---|---|
| sequential | 0.0000651 | 0.292 | 45.3 | 45.6 |
| combinational | 0.00908 | 2270 | 1530 | 3800 |
| clock | 0.0000370 | 19.5 | 71.4 | 90.9 |
[cells in the mapped netlist, types with 21 or more instances]
cell and n:
xnor2_1 486, xor2_1 257, nor2_1 212, ha_1 181, nand2_1 147, a21oi_1 135
nor3_1 135, nand3_1 129, clkbuf_1 113, o21ai_0 103, inv_1 99, nor4_1 94
nand4_1 74, a211oi_1 63, a31oi_1 54, nor2b_1 52, nand2b_1 43, and3_1 41
nor3b_1 29, mux2i_1 26, a21o_1 22, buf_1 21
[worst register-to-register path, delay by kind of cell, from the launching register on]
kind,cells,cell delay [ps]
AOI/OAI and AO/OA,2,230
and+or+nand+nor,3,470
DFF,1,320
[metrics by stage]
step	cells	hold slack, ps
3_3_place_gp	3732	425.9
3_5_place_dp	3732	436.2
6_report	3736	434.9
4_1_cts	3735	444.1
2_1_floorplan	2991	413.0
5_1_grt	3736	469.7
[worst paths after layout]
check                start                to  slack (ps)  depth (start not counted)
hold reg to reg   State[0]          State[1]         430                          2
setup reg to reg  State[3]          State[3]        6110                          5
hold / removal    State[0]          State[1]         430                          2
setup / recovery     pY[2]  fruits_to_reg[2]         220                         10
[cell type report]
type                    count  area share, %
flip-flops and latches      8         0.6475
diodes                      1        0.01012
well taps                 539          2.727
multi-input cells        2723          81.59
clock buffers               3         0.3035
repair buffers            359          13.16
inverters                 103          1.563
Power figures rest on the tool's default switching activity, not on a simulated workload.
