==> flow/design.v <==
module counter_reg (input Clk, Reset, Load,
					input [31:0] Data_in,
					output logic [31:0] Data_out
);
			always_ff @(posedge Clk)
			begin
				if(Reset)
					Data_out <= 32'd150;
				else if(Load)
					Data_out <= Data_in;
			end
endmodule
module second_counter (input Clk, Reset,
							  output logic sec, 
							  output logic [31:0] counter_out
);
	logic Load_C;
	logic [31:0] counter_to_reg, counter_from_reg;
	logic dot_to_reg, dot_from_reg;
	reg [25:0] accum = 0;
	wire pps = (accum == 0);
	initial
		begin
			  dot_to_reg = 1'b1;
		end
	counter_reg cr(.Clk(Clk), .Reset(Reset), .Load(Load_C), .Data_in(counter_to_reg), .Data_out(counter_from_reg));
	assign counter_out = counter_from_reg;
	always @(posedge Clk) begin
		Load_C <= 1'b0;
		sec <= 1'b0;
		accum <= (pps ? 50_000_000 : accum) - 1;
		 if (pps) begin
			  sec <= 1'b1;
			  if(counter_from_reg == 32'd0)
					counter_to_reg <= 32'd0;
			  else
					counter_to_reg <= counter_from_reg - 32'd1;
			  Load_C <= 1'b1;
		 end
	end
endmodule
==> flow/run.sh <==
#!/bin/bash
# OpenROAD 26Q1-2900-gdf79404cd8, Yosys 0.63+post, stock flow scripts
make -C /OpenROAD-flow-scripts/flow DESIGN_CONFIG=/design/flow/config.mk WORK_HOME=/design/flow/orfs finish
==> flow/config.mk <==
export PLATFORM = sky130hd
export DESIGN_NAME = second_counter
export DESIGN_NICKNAME = second_counter
export VERILOG_FILES = /design/flow/design.v
export SDC_FILE = /design/flow/constraint.sdc
export NUM_CORES = 4
export LEC_CHECK = 1
export CORE_UTILIZATION = 50
==> flow/constraint.sdc <==
current_design second_counter

set clk_period 11.3
set clk_io_pct 0.2

create_clock -name clk0 -period $clk_period [get_ports {Clk}]

set non_clock_inputs [all_inputs -no_clocks]
set_input_delay [expr $clk_period * $clk_io_pct] -clock clk0 $non_clock_inputs
set_output_delay [expr $clk_period * $clk_io_pct] -clock clk0 [all_outputs]
==> impl_metrics.env <==
# yosys + openroad results
export IMPL_yosys_area_top_type="dfxtp_1"
export IMPL_io_buffers=34
export IMPL_common_cells="nor2_1, dfxtp_1, edfxtp_1"
export IMPL_combPwrFrac_pct=0.5
export IMPL_p_total_mw=0.562
export IMPL_period_minus_slack_ns=3.97
export IMPL_synthDistinctLibCells=43
export IMPL_drtIter0Drc=129
export IMPL_path_clk_slew_ns=0.08
export IMPL_finClkSkew_ns=0.0102
export IMPL_grt_remaining_overflow=0
export IMPL_pin_count=35
export IMPL_internal_power_mw=0.453
export IMPL_die_area_um2=8290
export IMPL_h_tree_depth=3
export IMPL_cts_tree="done"
export IMPL_nFillCells=626
export IMPL_via_per_inst=5.22
export IMPL_vias=2719
export IMPL_worst_setup_path_end_kind="output pin"
export IMPL_drt_wl_total_um=7130
export IMPL_ys_flops=91
export IMPL_yosys_warnings=2
export IMPL_powerDensity_nw_per_um2=122
export IMPL_clockBufferDepth=2
export IMPL_worst_ir_drop_vdd_mv=0.0617
export IMPL_ys_seq_share_pct=54.0
export IMPL_synth_area_per_cell_um2=10.5
export IMPL_final_util_pct=60.0
export IMPL_syn_cell_area_um2=3970
export IMPL_logic_area_um2=1730
export IMPL_topCellsByArea="dfxtp_1, edfxtp_1, mux2i_1, nor2_1, xor2_1"
export IMPL_n_antenna_cell=0
export IMPL_hold_viol_final=0
export IMPL_cts_hold_buf=0
export IMPL_core_area_um2=7690
export IMPL_place_gp_congestion=0.803
export IMPL_antenna_left=0
export IMPL_report_final_slew_viol_count=0
export IMPL_setup_viol_count_final=0
export IMPL_synth_top_flop_cell="dfxtp_1"
export IMPL_path_max_fanout=34
export IMPL_min_delay_path_class="flop to flop"
export IMPL_pwr_share_clk_pct=39.8
export IMPL_clock_fmax_mhz=252
export IMPL_die_w_um=91.1
export IMPL_routed_top_layer="met4"
export IMPL_grt_pass1_wl_um=12100
export IMPL_cts_setup_buffers=0
export IMPL_fin_crit_sh_pct=35.1
export IMPL_wl_met3_um=230
export IMPL_wl_per_cell_um=13.7
export IMPL_p_leak_nw=1.76
export IMPL_num_rows=32
export IMPL_route_detailed_drc=0
export IMPL_cts_root_buf="clkbuf_8"
export IMPL_die_h_um=91.1
export IMPL_initCoreUtil_pct=51.6
export IMPL_ys_area_um2=3970
export IMPL_wl_met1_um=3410
export IMPL_rsz0062_at_grt="no"
export IMPL_p_seq_share_pct=59.7
export IMPL_dr_pass1_iters=4
export IMPL_antenna_found_initial=0
export IMPL_grt_total_usage_pct=19.2
export IMPL_grt_max_degree=35
export IMPL_slew_headroom_pct=44.2
export IMPL_clock_sinks=91
export IMPL_max_slew_worst_pin_slew_ns=0.830
export IMPL_numCtsBuffers=9
export IMPL_arrival_ns=1.71
export IMPL_ys_cells=379
export IMPL_dr_wl_met2_um=3390
export IMPL_crit_type="flop to output pin"
export IMPL_hpwl_um=4630
export IMPL_grt_pass1_vias=2507
export IMPL_fin_hold_ws_ns=0.420
export IMPL_status="completed"
export IMPL_maxCapViolCount=0
export IMPL_top_area_share_pct=29.8
export IMPL_flop_area_um2=2140
export IMPL_warning_count=26
export IMPL_yosysMostFrequentCell="nor2_1"
export IMPL_clock_latency_ns=0.34
export IMPL_ys_async_sr_fraction_pct=0
export IMPL_drive_gt1_share_pct=9.07
export IMPL_start_kind="flop"
export IMPL_setup_tns_final_ns=0
export IMPL_cp_required_ns=9.04
export IMPL_fin_area_um2=4610
export IMPL_enable_flop_cells=32
export IMPL_place_area_um2=4410
export IMPL_netlist_instances=379
export IMPL_cts_resized=0
export IMPL_area_growth_pct=16.3
export IMPL_p_sw_mw=0.110
export IMPL_p_sw_share_pct=19.5
[power groups by stage]
stage / clock network, mW / logic, mW / registers, mW
after CTS: 0.232 / 0.00264 / 0.336
final: 0.224 / 0.00258 / 0.336
after global routing: 0.245 / 0.00284 / 0.336
[logic make-up (layout without fill, tap and decap cells)]
kind of cell | after synthesis | after routing | synth area share [%]
simple gates | 174 | 174 | 22.8
mux | 36 | 36 | 9.25
compound gates | 17 | 17 | 2.78
fa+ha+maj | 2 | 2 | 0.631
xor+xnor | 37 | 37 | 8.17
flops | 91 | 91 | 54.0
buf+inv | 22 | 62 | 2.40
[worst max-delay path, cell delays in order (launching register included)]
cell             delay, ns
dfxtp_2               0.32
buf_4                 0.48
clkdlybuf4s50_1       0.57
[stage by stage]
stage	worst slack, ns	instances
floorplan	8.30	379
global placement	7.70	505
detailed placement	7.70	505
CTS	7.31	521
global route	7.24	521
finish	7.33	521
[placed cells by master, fill, tap and decap left out, types with 9 or more instances in the layout]
cell type and count:
nand2_1 22, dfxtp_1 58, xor2_1 26, clkbuf_8 9, nor3_1 22, clkdlybuf4s50_1 34
xnor2_1 11, edfxtp_1 32, mux2i_1 31, nor4_1 10, nor2_1 71
[path summary, 6_finish.rpt]
check                                     start                 end  slack (ns)  depth (start not counted)
worst max-delay path                     Load_C                 sec        7.33                          2
worst min-delay path                   accum[0]            accum[0]        0.42                          1
worst max register to register  cr.Data_out[20]  counter_to_reg[14]        8.72                          5
worst min register to register         accum[0]            accum[0]        0.42                          1
[final cells by class]
| cell class | count | share of cell area [%] |
|---|---|---|
| inverters | 6 | 0.488 |
| multi-input cells | 266 | 37.5 |
| repair buffers | 40 | 8.36 |
| flip-flops and latches | 91 | 46.5 |
| well taps | 102 | 2.77 |
| clock inverters | 3 | 0.977 |
| clock buffers | 13 | 3.47 |
[routing by layer]
metal	GRT usage, %	vias up
met1	29.6	1268
met3	2.98	9
met4	2.51	0
met2	31.4	41
met5	0	-
li1	-	1401
